==> flow/design.v <==
module fmrv32im_axim
  (
   input         RST_N,
   input         CLK,
   output [0:0]  M_AXI_AWID,
   output [31:0] M_AXI_AWADDR,
   output [7:0]  M_AXI_AWLEN,
   output [2:0]  M_AXI_AWSIZE,
   output [1:0]  M_AXI_AWBURST,
   output        M_AXI_AWLOCK,
   output [3:0]  M_AXI_AWCACHE,
   output [2:0]  M_AXI_AWPROT,
   output [3:0]  M_AXI_AWQOS,
   output [0:0]  M_AXI_AWUSER,
   output        M_AXI_AWVALID,
   input         M_AXI_AWREADY,
   output [31:0] M_AXI_WDATA,
   output [3:0]  M_AXI_WSTRB,
   output        M_AXI_WLAST,
   output [0:0]  M_AXI_WUSER,
   output        M_AXI_WVALID,
   input         M_AXI_WREADY,
   input [0:0]   M_AXI_BID,
   input [1:0]   M_AXI_BRESP,
   input [0:0]   M_AXI_BUSER,
   input         M_AXI_BVALID,
   output        M_AXI_BREADY,
   output [0:0]  M_AXI_ARID,
   output [31:0] M_AXI_ARADDR,
   output [7:0]  M_AXI_ARLEN,
   output [2:0]  M_AXI_ARSIZE,
   output [1:0]  M_AXI_ARBURST,
   output [1:0]  M_AXI_ARLOCK,
   output [3:0]  M_AXI_ARCACHE,
   output [2:0]  M_AXI_ARPROT,
   output [3:0]  M_AXI_ARQOS,
   output [0:0]  M_AXI_ARUSER,
   output        M_AXI_ARVALID,
   input         M_AXI_ARREADY,
   input [0:0]   M_AXI_RID,
   input [31:0]  M_AXI_RDATA,
   input [1:0]   M_AXI_RRESP,
   input         M_AXI_RLAST,
   input [0:0]   M_AXI_RUSER,
   input         M_AXI_RVALID,
   output        M_AXI_RREADY,
   input         WR_REQ_START,
   input [31:0]  WR_REQ_ADDR,
   input [15:0]  WR_REQ_LEN,
   output        WR_REQ_READY,
   output [9:0]  WR_REQ_MEM_ADDR,
   input [31:0]  WR_REQ_MEM_WDATA,
   input         RD_REQ_START,
   input [31:0]  RD_REQ_ADDR,
   input [15:0]  RD_REQ_LEN,
   output        RD_REQ_READY,
   output        RD_REQ_MEM_WE,
   output [9:0]  RD_REQ_MEM_ADDR,
   output [31:0] RD_REQ_MEM_RDATA
   );
   localparam S_WR_REQ_IDLE  = 3'd0;
   localparam S_WA_WAIT  = 3'd1;
   localparam S_WA_START = 3'd2;
   localparam S_WD_WAIT  = 3'd3;
   localparam S_WD_PROC  = 3'd4;
   localparam S_WR_REQ_WAIT  = 3'd5;
   reg [2:0]     WR_REQ_state;
   reg [31:0]    reg_WR_REQ_adrs;
   reg [15:0]    reg_WR_REQ_len;
   reg           reg_awvalid, reg_wvalid, reg_w_last;
   reg [7:0]     reg_w_len;
   reg [3:0]     reg_w_stb;
   reg           reg_w_delay;
   reg [31:0]    reg_w_data;
   reg [13:0]    reg_wmem_addr;
   always @(posedge CLK) begin
      if(!RST_N) begin
         WR_REQ_state            <= S_WR_REQ_IDLE;
         reg_WR_REQ_adrs[31:0]   <= 32'd0;
         reg_WR_REQ_len[15:0]    <= 16'd0;
         reg_awvalid         <= 1'b0;
         reg_wvalid          <= 1'b0;
         reg_w_last          <= 1'b0;
         reg_w_len[7:0]      <= 8'd0;
         reg_w_stb[3:0]      <= 4'd0;
         reg_wmem_addr       <= 13'd0;
		 reg_w_data          <= 1'b0;
		 reg_w_delay         <= 1'b0;
      end else begin
         case(WR_REQ_state)
           S_WR_REQ_IDLE: begin
              if(WR_REQ_START) begin
                 WR_REQ_state          <= S_WA_START;
                 reg_WR_REQ_adrs[31:0] <= WR_REQ_ADDR[31:0];
                 reg_WR_REQ_len[15:0]  <= WR_REQ_LEN[15:0] -16'd1;
              end
              reg_awvalid         <= 1'b0;
              reg_wvalid          <= 1'b0;
              reg_w_last          <= 1'b0;
              reg_w_len[7:0]      <= 8'd0;
              reg_w_stb[3:0]      <= 4'd0;
              reg_wmem_addr <= 13'd0;
           end
           S_WA_START: begin
              WR_REQ_state            <= S_WD_WAIT;
              reg_awvalid         <= 1'b1;
              reg_WR_REQ_len[15:10]    <= reg_WR_REQ_len[15:10] - 6'd1;
              if(reg_WR_REQ_len[15:10] != 6'd0) begin
                 reg_w_len[7:0]  <= 8'hFF;
                 reg_w_last      <= 1'b0;
                 reg_w_stb[3:0]  <= 4'hF;
              end else begin
                 reg_w_len[7:0]  <= reg_WR_REQ_len[9:2];
                 reg_w_last      <= 1'b1;
                 reg_w_stb[3:0]  <= 4'hF;
              end
           end
           S_WD_WAIT: begin
              if(M_AXI_AWREADY) begin
                 WR_REQ_state        <= S_WD_PROC;
                 reg_awvalid     <= 1'b0;
                 reg_wvalid      <= 1'b1;
                 reg_wmem_addr  <= reg_wmem_addr +13'd1;
              end
           end
           S_WD_PROC: begin
              if(M_AXI_WREADY) begin
                 if(reg_w_len[7:0] == 8'd0) begin
                    WR_REQ_state        <= S_WR_REQ_WAIT;
                    reg_wvalid      <= 1'b0;
                    reg_w_stb[3:0]  <= 4'h0;
                 end else begin
                    reg_w_len[7:0]  <= reg_w_len[7:0] -8'd1;
                    reg_wmem_addr  <= reg_wmem_addr +13'd1;
                 end
              end
           end
           S_WR_REQ_WAIT: begin
              if(M_AXI_BVALID) begin
                 if(reg_w_last) begin
                    WR_REQ_state          <= S_WR_REQ_IDLE;
                 end else begin
                    WR_REQ_state          <= S_WA_START;
                    reg_WR_REQ_adrs[31:0] <= reg_WR_REQ_adrs[31:0] + 32'd1024;
                 end
              end
           end
           default: begin
              WR_REQ_state <= S_WR_REQ_IDLE;
           end
         endcase
      end
      reg_w_delay <= M_AXI_WREADY;
      if((WR_REQ_state == S_WA_START) |
         ((WR_REQ_state == S_WD_PROC) & reg_w_delay)) begin
         reg_w_data <= WR_REQ_MEM_WDATA;
      end
   end
   assign M_AXI_AWID         = 1'b0;
   assign M_AXI_AWADDR[31:0] = reg_WR_REQ_adrs[31:0];
   assign M_AXI_AWLEN[7:0]   = reg_w_len[7:0];
   assign M_AXI_AWSIZE[2:0]  = 2'b010;
   assign M_AXI_AWBURST[1:0] = 2'b01;
   assign M_AXI_AWLOCK       = 1'b0;
   assign M_AXI_AWCACHE[3:0] = 4'b0011;
   assign M_AXI_AWPROT[2:0]  = 3'b000;
   assign M_AXI_AWQOS[3:0]   = 4'b0000;
   assign M_AXI_AWUSER[0]    = 1'b1;
   assign M_AXI_AWVALID      = reg_awvalid;
   assign M_AXI_WDATA[31:0]  = (reg_w_delay)?WR_REQ_MEM_WDATA:reg_w_data;
   assign M_AXI_WSTRB[3:0]   = (reg_wvalid)?reg_w_stb:4'h0;
   assign M_AXI_WLAST        = (reg_w_len[7:0] == 8'd0)?1'b1:1'b0;
   assign M_AXI_WUSER        = 1;
   assign M_AXI_WVALID       = reg_wvalid;
   assign M_AXI_BREADY       = (WR_REQ_state == S_WR_REQ_WAIT)?1'b1:1'b0;
   assign WR_REQ_READY           = (WR_REQ_state == S_WR_REQ_IDLE)?1'b1:1'b0;
   assign WR_REQ_MEM_ADDR        = reg_wmem_addr;
   localparam S_RD_REQ_IDLE    = 3'd0;
   localparam S_RS_REQUEST = 3'd1;
   localparam S_RA_WAIT    = 3'd2;
   localparam S_RA_START   = 3'd3;
   localparam S_RD_REQ_WAIT    = 3'd4;
   localparam S_RD_REQ_PROC    = 3'd5;
   reg [2:0]   RD_REQ_state;
   reg [31:0]  reg_RD_REQ_adrs;
   reg [15:0]  reg_RD_REQ_len;
   reg         reg_arvalid, reg_r_last;
   reg [7:0]   reg_r_len;
   reg [13:0]  reg_rmem_addr;
   always @(posedge CLK or negedge RST_N) begin
      if(!RST_N) begin
         RD_REQ_state          <= S_RD_REQ_IDLE;
         reg_RD_REQ_adrs[31:0] <= 32'd0;
         reg_RD_REQ_len[15:0]  <= 16'd0;
         reg_arvalid       <= 1'b0;
         reg_r_len[7:0]    <= 8'd0;
         reg_r_last        <= 1'b0;
         reg_rmem_addr     <= 13'd0;
      end else begin
         case(RD_REQ_state)
           S_RD_REQ_IDLE: begin
              if(RD_REQ_START) begin
                 RD_REQ_state          <= S_RA_START;
                 reg_RD_REQ_adrs[31:0] <= RD_REQ_ADDR[31:0];
                 reg_RD_REQ_len[15:0]  <= RD_REQ_LEN[15:0] -16'd1;
              end
              reg_arvalid     <= 1'b0;
              reg_r_len[7:0]  <= 8'd0;
              reg_rmem_addr   <= 13'd0;
           end
           S_RA_START: begin
              RD_REQ_state          <= S_RD_REQ_WAIT;
              reg_arvalid       <= 1'b1;
              reg_RD_REQ_len[15:10] <= reg_RD_REQ_len[15:10] -6'd1;
              if(reg_RD_REQ_len[15:10] != 16'd0) begin
                 reg_r_last      <= 1'b0;
                 reg_r_len[7:0]  <= 8'd255;
              end else begin
                 reg_r_last      <= 1'b1;
                 reg_r_len[7:0]  <= reg_RD_REQ_len[9:2];
              end
           end
           S_RD_REQ_WAIT: begin
              if(M_AXI_ARREADY) begin
                 RD_REQ_state        <= S_RD_REQ_PROC;
                 reg_arvalid     <= 1'b0;
              end
           end
           S_RD_REQ_PROC: begin
              if(M_AXI_RVALID) begin
                 reg_rmem_addr <= reg_rmem_addr +1;
                 if(M_AXI_RLAST) begin
                    if(reg_r_last) begin
                       RD_REQ_state          <= S_RD_REQ_IDLE;
                    end else begin
                       RD_REQ_state          <= S_RA_START;
                       reg_RD_REQ_adrs[31:0] <= reg_RD_REQ_adrs[31:0] + 32'd1024;
                    end
                 end else begin
                    reg_r_len[7:0] <= reg_r_len[7:0] -8'd1;
                 end
              end
           end
         endcase
      end
   end
   assign M_AXI_ARID         = 1'b0;
   assign M_AXI_ARADDR[31:0] = reg_RD_REQ_adrs[31:0];
   assign M_AXI_ARLEN[7:0]   = reg_r_len[7:0];
   assign M_AXI_ARSIZE[2:0]  = 3'b010;
   assign M_AXI_ARBURST[1:0] = 2'b01;
   assign M_AXI_ARLOCK       = 1'b0;
   assign M_AXI_ARCACHE[3:0] = 4'b0011;
   assign M_AXI_ARPROT[2:0]  = 3'b000;
   assign M_AXI_ARQOS[3:0]   = 4'b0000;
   assign M_AXI_ARUSER[0]    = 1'b1;
   assign M_AXI_ARVALID      = reg_arvalid;
   assign M_AXI_RREADY       = 1'b1;
   assign RD_REQ_READY           = (RD_REQ_state == S_RD_REQ_IDLE)?1'b1:1'b0;
   assign RD_REQ_MEM_WE          = M_AXI_RVALID;
   assign RD_REQ_MEM_ADDR        = reg_rmem_addr;
   assign RD_REQ_MEM_RDATA        = M_AXI_RDATA[31:0];
endmodule
==> flow/run.sh <==
#!/bin/bash
# OpenROAD 26Q1-2900-gdf79404cd8, Yosys 0.63+post, stock flow scripts
make -C /OpenROAD-flow-scripts/flow DESIGN_CONFIG=/design/flow/config.mk WORK_HOME=/design/flow/orfs finish
==> flow/config.mk <==
export PLATFORM = sky130hd
export DESIGN_NAME = fmrv32im_axim
export DESIGN_NICKNAME = fmrv32im_axim
export VERILOG_FILES = /design/flow/design.v
export SDC_FILE = /design/flow/constraint.sdc
export NUM_CORES = 4
export LEC_CHECK = 1
export CORE_AREA = 10 10 261 261
export DIE_AREA = 0 0 271 271
==> flow/constraint.sdc <==
current_design fmrv32im_axim

set clk_period 4.3
set clk_io_pct 0.2

create_clock -name clk0 -period $clk_period [get_ports {CLK}]

set non_clock_inputs [all_inputs -no_clocks]
set_input_delay [expr $clk_period * $clk_io_pct] -clock clk0 $non_clock_inputs
set_output_delay [expr $clk_period * $clk_io_pct] -clock clk0 [all_outputs]
==> results.txt <==
Implementation results.

The parity-gate share of the synthesized area counting xor and xnor cells is 0.0317. The share of the core area taken by cells at floorplan is 0.160. The total vias in the final route is 9,052.

For this run, the script counts the antenna cells in the layout as 0. After clock tree synthesis, the setup repair step added 0 buffers. The number of flops mapped to enable cells by yosys is 32. The combined area of the multi-input logic cells is 5040 µm². The maximum net fanout on the critical path is 9.

After synthesis, the chip area reported by Yosys is 9960 µm². The measured slew at the worst slew-check pin is 888 ps. The ratio of final minimum period to clock period is 0.689.

The register area is 4200 µm². The worst supply voltage drop on vdd is 0.000295 V. The tally of OpenROAD warnings is 35. The average cell area after synthesis is 8.80 µm². The combined area of all synthesized cells is 9960 µm². The placer congestion estimate is around 0.88.

The most numerous logic cell after layout is clkdlybuf4s50_1. The floorplan step set the die height to 271 µm. The clock latency of the later-clocked register in the worst-skew pair is between 400 and 500 ps. The total die size is 73,400 µm². The H-tree depth is 4. The data arrival time reported for the critical path is 2100 ps.

The worst setup skew after layout is 21.6 ps. The post-CTS resize count is 0. STA classifies the critical path endpoint as an output port. The capture point of the worst reg-to-reg path is reg_WR_REQ_adrs[29]. Yosys mapped the design onto a little under 80 distinct sky130hd cell types.

The worst setup path is launched from a register. In the final layout, the share of cells above drive strength 1 is 0.0784. The initial antenna violation count came to 3. Buffers placed on the I/O ports in this run total 281.

The die is 271 µm wide. Ranking logic cells in the layout by count gives the top entries clkdlybuf4s50_1, nand2_1, o21ai_0. The area fraction in and, or, nand and nor cells after synthesis is 0.217. The startpoint of the lowest-slack register-to-register path is WR_REQ_state[3].

The number of buffers created by CTS is 17. The largest net degree at the start of global routing is 44. The cell leakage power is just over 5 nW. The number of endpoints failing setup at the final stage is 0. The aggregate global routing overflow is 0.

The flow ran to the end, and the final reports show no timing, DRC or antenna violations. The post-place instance area is 13,300 µm². Warnings reported by Yosys during synthesis add up to 1.

Per the Yosys statistics, synthesis produced 1,131 cells. The final antenna-violating net count is 0. The final setup TNS is 0 ps. TritonCTS built the clock tree.

The clock tree root buffer cell is clkbuf_16. The routed design could run at a clock period as short as approximately 3000 ps. The flow reported a cell area power density of 412 nW/µm². The capture point of the worst path is M_AXI_WLAST. Of the synthesized area, sequential elements account for 0.421. The number of buffers on the longest clock path is 2. Setup slack closes at 1340 ps.

The adder and majority cell fraction of the synthesized area is 0.0126. The async set or reset register ratio after synthesis is 0.398. The number of rows in the core area is 91. Per the slew report, the remaining headroom to the max-slew limit stands at 0.403.

At the worst endpoint, the required time is 3440 ps. The count of hold buffers inserted by post-cts repair is 0. The post-DP HPWL is about 26,000 µm. Counting flops and latches in the post-synthesis netlist gives 176. After floorplanning, the core was sized to cover a little over 60,000 µm². Of the total synthesized cell area, the portion taken by AND-OR and OR-AND cells is 0.179. The global routing report lists combined usage of all routing layers as 0.0910. Based on the critical path, the design can be clocked at up to 338 MHz. The cell count after synthesis is 1,131. Setup repair after global routing left no endpoint under its margin. Summing all multiplexer cells gives an area fraction of 0.0496. Looking at the cell usage after synthesis, the top flip-flop cell is dfxtp_1.

The worst setup path startpoint is reg_w_len[4]. The worst register-to-register path has a depth of 7. The detailed-route DRC error count is 0. The area growth from synthesis to layout is 39.3%. For reference, the top logic cell family by area is simple AND/OR/NAND/NOR gates. The first global-routing pass estimated 52,700 µm of wire. STA reports a reg2reg setup slack of 1920 ps.

The vias per cell is about 4. The number of pins with negative max-slew slack in the final report is 0. The total number of clock tree sinks is 176. The number of max-capacitance violations reported is 0. The tally of filler cells in the layout is 6,648. The via count of the first global-routing pass was 8,843. Overall power consumption after layout is estimated at 5.72 mW. The pre-antenna-repair detailed-routing pass consisted of 5 iterations.

The final instance area is 13,900 µm². On the reported timing paths, the clock transition at the registers reads 70 ps. The worst slack at placement is between 1000 and 1500 ps. Dividing the detail-routed wire length by the instance count gives approximately 16 µm.

The final layout contains routed wiring with a total length of 34,200 µm. The worst setup path is of the reg2out kind. The number of I/O pins is 395. The final-report hold violation count is 0.

The number of standard cells in the layout, taps in and fillers out is around 2,200. The detailed router finished its first iteration with 545 violations. The worst hold path class is in2async. In this run, placement finished with an instance count of 2,170.
metrics by stage:
stage	hold slack (ps)	util
2_1_floorplan	421	-
3_3_place_gp	444	0.214
6_report	345	0.224
5_1_grt	341	0.224
3_5_place_dp	448	0.214
4_1_cts	328	0.224
synthesized netlist by cell type, types with 4 or more instances:
cell | instances | area share
dfxtp_1 | 74 | 0.15
nand4_1 | 9 | 0.0057
a211oi_1 | 5 | 0.0038
or4_1 | 5 | 0.0038
nand3b_1 | 5 | 0.0038
a31oi_1 | 17 | 0.011
dfrtp_1 | 69 | 0.17
xnor2_1 | 16 | 0.014
a21o_1 | 4 | 0.0030
nand2b_1 | 10 | 0.0063
o21a_1 | 9 | 0.0068
clkbuf_1 | 46 | 0.017
a22oi_1 | 14 | 0.011
edfxtp_1 | 32 | 0.096
buf_4 | 77 | 0.058
mux2_2 | 35 | 0.040
and4_1 | 4 | 0.0035
o22ai_1 | 10 | 0.0063
buf_1 | 4 | 0.0015
nor2_1 | 75 | 0.028
and3_1 | 15 | 0.0094
buf_2 | 6 | 0.0030
mux2i_1 | 10 | 0.010
a41oi_1 | 4 | 0.0035
nand2_1 | 139 | 0.052
o31ai_1 | 8 | 0.0060
nand3_1 | 47 | 0.024
nor2b_1 | 41 | 0.026
a32o_1 | 6 | 0.0060
or3_1 | 7 | 0.0044
a21oi_1 | 69 | 0.035
ha_1 | 10 | 0.013
nor4_1 | 7 | 0.0044
xor2_1 | 20 | 0.018
o211ai_1 | 10 | 0.0075
o21ai_0 | 86 | 0.043
and2_1 | 6 | 0.0038
nor3_1 | 30 | 0.015
inv_1 | 22 | 0.0083
critical path, stage by stage, from the launching register on:
cell	delay [ps]
dfxtp_1	400
nor4_2	400
and3_1	320
clkdlybuf4s50_1	500
power breakdown:
part	internal (mW)	switching, mW	total [mW]	leakage [nW]
registers	2.03	0.399	2.42	1.83
logic	0.964	0.712	1.68	2.99
clock network	0.862	0.753	1.61	0.295
state kept, by name, summed over array words and instances, names as in the netlist:
signal / flops
reg_arvalid: 1
reg_RD_REQ_adrs: 32
reg_r_last: 1
reg_wvalid: 1
WR_REQ_state: 5
reg_RD_REQ_len: 14
reg_w_last: 1
reg_rmem_addr: 10
reg_w_data: 32
reg_awvalid: 1
RD_REQ_state: 4
reg_w_stb: 1
reg_w_len: 8
reg_w_delay: 1
reg_r_len: 8
reg_WR_REQ_adrs: 32
reg_WR_REQ_len: 14
reg_wmem_addr: 10
how the worst min path moves through the flow:
stage | start | end | cells past startpoint
CTS | RST_N | reg_RD_REQ_adrs[1] | 1
finish | RST_N | reg_RD_REQ_adrs[1] | 1
global route | RST_N | reg_RD_REQ_adrs[1] | 1
logic make-up (layout without fill, tap and decap cells):
| group | Yosys count | after routing |
|---|---|---|
| adders and majority gates | 10 | 10 |
| buffers and inverters | 156 | 351 |
| muxes | 45 | 45 |
| other | 2 | 41 |
| DFF | 176 | 176 |
| AOI/OAI and AO/OA | 282 | 282 |
| xor gates and xnor gates | 36 | 36 |
| and+or+nand+nor | 424 | 424 |
area by class of cell:
cell class,instances,share of cell area
Sequential cell,176,0.302
Multi-Input combinational cell,838,0.363
Inverter,23,0.00622
Clock inverter,12,0.00866
Clock buffer,20,0.0337
Tap cell,837,0.0755
Timing Repair Buffer,296,0.211
metal layers:
metal  vias to the layer above  part of all wire  track usage
li1                       4408                 -            -
met1                      4244              0.46        0.124
met2                       359              0.44        0.141
met3                        41             0.075       0.0267
met4                         0             0.026       0.0213
met5                         -                 0            0
Power figures rest on the tool's default switching activity, not on a simulated workload.
